==> /design/flow/design.v <==
module MUSIC(
    input clk,
    input start,
    input rstn,             
    input [1:0]speedup,
    output reg B             
);
    reg [23:0]t;             
    reg [23:0]total;         
    reg clk_out;
    always@(posedge clk,negedge rstn) begin
        if(~rstn) total<=3125000;
        else begin
            case(speedup)
                2'b00: total <= 3125000;   
                2'b01: total <= 1562500;   
                2'b10: total <= 781250;    
                default: total <= 3125000;
            endcase
        end
    end
    always@(posedge clk,negedge rstn) begin
        if(~rstn) begin clk_out<=0;t<=total; end
        else if(t==0) begin clk_out<=~clk_out;t<=total; end
        else begin t<=t-1; end
    end
    reg [4:0]state;      
    always@(posedge clk_out,negedge rstn) begin
        if(~rstn) state<=0;
        else if(start)
            state<=state+1;  
    end
    reg [2:0]m;          
    always@(*) begin
        if(start)
            case(state) 
            0	:m=1;
            1	:m=1;
            2	:m=5;
            3	:m=5;
            4	:m=6;
            5	:m=6;
            6	:m=5;
            7	:m=4;
            8	:m=4;
            9	:m=3;
            10	:m=3;
            11	:m=2;
            12	:m=2;
            13	:m=1;
            14	:m=5;
            15	:m=5;
            16	:m=4;
            17	:m=4;
            18	:m=3;
            19	:m=3;
            20	:m=2;
            default: m=0;
            endcase
        else m=0;
    end
    reg [26:0]q;     
    always@(*) begin
        case(m)
            0 :q=0;
            1 :q=100000000/262 ;  
            2 :q=100000000/294 ;  
            3 :q=100000000/330 ;  
            4 :q=100000000/349 ;  
            5 :q=100000000/392 ;  
            6 :q=100000000/440 ;  
            7 :q=100000000/494 ;  
            8 :q=100000000/523 ;  
            9 :q=100000000/587 ;  
            10:q=100000000/659 ;  
            11:q=100000000/698 ;  
            12:q=100000000/784 ;  
            13:q=100000000/880 ;  
            14:q=100000000/988 ;  
            15:q=100000000/1046;  
            16:q=100000000/1175;  
            17:q=100000000/1318;  
            18:q=100000000/1397;  
            19:q=100000000/1568;  
            20:q=100000000/1760;  
            21:q=100000000/1976;  
            default:q=0;
        endcase    
    end
    reg [26:0]p;
    reg [26:0]tt;        
    always@(posedge clk,negedge rstn) begin
        if(~rstn) begin B<=0;p<=0; end   
        else begin
            tt<=q;
            if(q==0||tt!=q) begin
                if(q==0) B<=0;       
                if(tt!=q) p<=0;      
            end
            else begin 
                if(p==q-1) p<=0;     
                else p<=p+1;
                if(p==0) B<=1;       
                if(p==q/256) B<=0;   
            end
        end
    end 
endmodule
module top(
    input clkk,            
    input rstn,           
    output pwm      
);
MUSIC shis_is_true_music (
    .clk(clkk),              
    .start(1'b1),
    .rstn(rstn),            
    .speedup(2'b00),      
    .B(pwm)   
);
endmodule
==> /design/flow/run.sh <==
#!/bin/bash
# OpenROAD 26Q1-2900-gdf79404cd8, Yosys 0.63+post, stock flow scripts
make -C /OpenROAD-flow-scripts/flow DESIGN_CONFIG=/design/flow/config.mk WORK_HOME=/design/flow/orfs finish
==> /design/flow/config.mk <==
export PLATFORM = sky130hd
export DESIGN_NAME = top
export DESIGN_NICKNAME = top
export VERILOG_FILES = /design/flow/design.v
export SDC_FILE = /design/flow/constraint.sdc
export NUM_CORES = 4
export LEC_CHECK = 1
export CORE_UTILIZATION = 50
==> /design/flow/constraint.sdc <==
current_design top

set clk_period 8.9
set clk_io_pct 0.2

create_clock -name clk0 -period $clk_period [get_ports {clkk}]

set non_clock_inputs [all_inputs -no_clocks]
set_input_delay [expr $clk_period * $clk_io_pct] -clock clk0 $non_clock_inputs
set_output_delay [expr $clk_period * $clk_io_pct] -clock clk0 [all_outputs]
==> node_exporter_impl.prom <==
# HELP chip_impl_metric Yosys and OpenROAD flow results
# TYPE chip_impl_metric gauge
chip_impl_info{name="outcome",value="finished, final reports clean"} 1
chip_impl_metric{name="yosys_area",unit="µm²"} 4980
chip_impl_metric{name="globalplace.congestion",unit=""} 0.908
chip_impl_info{name="crit_family",value="buffers and inverters"} 1
chip_impl_metric{name="power.density_cell_area",unit="nW/µm²"} 115
chip_impl_metric{name="finalCriticalPeriod",unit="ns"} 2.94
chip_impl_info{name="layout_top_cell_excl_fill_tap",value="nor2_1"} 1
chip_impl_metric{name="area_growth",unit="%"} 5.22
chip_impl_metric{name="dr.pass1.iters",unit=""} 5
chip_impl_metric{name="sw_frac_of_total",unit=""} 0.237
chip_impl_info{name="cell_type_of_the_slowest_stage_on_the_worst_timing_path",value="clkdlybuf4s50_1"} 1
chip_impl_info{name="rsz0062_at_grt",value="no"} 1
chip_impl_metric{name="synth-edff-count",unit=""} 16
chip_impl_metric{name="ctsResizeCount",unit=""} 0
chip_impl_metric{name="synth.yosys.num_cells",unit=""} 554
chip_impl_metric{name="final-max-slew-violation-count",unit=""} 0
chip_impl_metric{name="number_of_register_pins_that_no_clock_reaches",unit=""} 5
chip_impl_info{name="crit_path_cells",value="clkdlybuf4s50_1"} 1
chip_impl_metric{name="hold_viol",unit=""} 0
chip_impl_info{name="worst_setup_path_end_kind",value="output pin"} 1
chip_impl_metric{name="vdd.ir_drop.worst",unit="mV"} 0.0694
chip_impl_info{name="timing.setup.critical_path_class",value="flip-flop to output pin"} 1
chip_impl_metric{name="design_power_total",unit="W"} 0.000604
chip_impl_metric{name="critPathMaxStageDelay",unit="ns"} 0.45
chip_impl_metric{name="number_of_antenna_violations_at_the_first_check_in_global_routing",unit=""} 0
chip_impl_metric{name="finalWirelength",unit="mm"} 11.4
chip_impl_metric{name="fp_util",unit=""} 0.512
chip_impl_metric{name="grt_start_max_net_pins",unit=""} 58
chip_impl_metric{name="skew",unit="ns"} 0.00802
chip_impl_metric{name="power.net_switching",unit="W"} 0.000143
chip_impl_metric{name="hpwlAfterDp",unit="mm"} 8.12
chip_impl_metric{name="power.sequential.fraction",unit=""} 0.543
chip_impl_info{name="worstHoldPathType",value="flip-flop to flip-flop"} 1
chip_impl_metric{name="port_bufs",unit=""} 2
chip_impl_metric{name="clkLatencyLatePin",unit="ns"} 0.36
chip_impl_metric{name="portion_of_the_clock_cycle_consumed_by_the_worst_path_in_the_final_layout",unit=""} 0.331
chip_impl_metric{name="cts_inserted_buffers",unit=""} 9
chip_impl_metric{name="drt-vias-per-instance",unit=""} 5.87
chip_impl_metric{name="worst_slew_pin_slew",unit="ns"} 0.796
chip_impl_metric{name="postCtsHoldBufs",unit=""} 0
chip_impl_metric{name="pwr-share-comb",unit=""} 0.016
chip_impl_metric{name="cap_violations",unit=""} 0
chip_impl_metric{name="place_ws",unit="ns"} 5.80
chip_impl_info{name="crit_path_start_kind",value="flip-flop"} 1
chip_impl_metric{name="synth_flop_count",unit=""} 74
chip_impl_info{name="clock_tree_from_tritoncts",value="yes"} 1
chip_impl_metric{name="number_of_buffers_on_the_longest_clock_path",unit=""} 2
chip_impl_metric{name="cts.reportedPaths.clkPinSlew",unit="ns"} 0.08
chip_impl_metric{name="max_freq",unit="MHz"} 340
chip_impl_metric{name="via_count",unit=""} 3995
chip_impl_metric{name="number_of_cell_rows",unit=""} 36
chip_impl_metric{name="worstPathBufferInverterCount",unit=""} 1
chip_impl_metric{name="ctsHtreeMaxLevel",unit=""} 3
chip_impl_metric{name="post_cts_repair_timing_setup_buffer_count",unit=""} 0
chip_impl_metric{name="route.detailed.drc",unit=""} 0
chip_impl_metric{name="drt-initial-drc-count",unit=""} 228
chip_impl_metric{name="syn_area_per_cell",unit="µm²"} 8.99
chip_impl_metric{name="crit_path_max_fanout",unit=""} 2
chip_impl_metric{name="worst_slack",unit="ns"} 5.96
chip_impl_metric{name="log.warning_count",unit=""} 36
chip_impl_metric{name="setup_viol",unit=""} 0
chip_impl_metric{name="detail-route-antenna-nets",unit=""} 0
chip_impl_metric{name="final_layout_size_suffix_gt1_frac",unit=""} 0.0985
chip_impl_metric{name="async_reset_ff_frac",unit=""} 0.784
chip_impl_metric{name="antenna_cells",unit=""} 0
chip_impl_metric{name="ys_types",unit=""} 70
chip_impl_metric{name="yosys.stat.seqShare",unit=""} 0.391
chip_impl_metric{name="track_usage",unit=""} 0.246
chip_impl_metric{name="untimed_endpoints",unit=""} 21
chip_impl_metric{name="ff2ff_setup_slack",unit="ns"} 6.01
chip_impl_metric{name="grt_pass1_wl",unit="mm"} 19.0
chip_impl_info{name="dominantRegCellSynth",value="dfrtp_1"} 1
chip_impl_metric{name="die-height",unit="µm"} 102
chip_impl_metric{name="slew-limit-headroom",unit=""} 0.469
chip_impl_metric{name="leakagePower",unit="nW"} 2.00
chip_impl_metric{name="intPower",unit="W"} 0.000461
chip_impl_metric{name="critPathRequiredTime",unit="ns"} 7.12
chip_impl_metric{name="dieArea",unit="µm²"} 10400
chip_impl_metric{name="placed_cell_area",unit="µm²"} 5040
chip_impl_metric{name="grt.overflow.total",unit=""} 0
chip_impl_metric{name="layout.cell_area.non_filler",unit="µm²"} 5240
chip_impl_metric{name="timing.critical_path.arrival",unit="ns"} 1.16
chip_impl_metric{name="routed_wire_length_per_instance",unit="µm"} 16.7
chip_impl_metric{name="layout_utilization",unit=""} 0.539
chip_impl_metric{name="post_synth_inst_count",unit=""} 554
chip_impl_metric{name="fin_setup_tns",unit="ns"} 0
chip_impl_info{name="mostFrequentLayoutCells",value="nor2_1, xnor2_1, dfrtp_1"} 1
chip_impl_metric{name="coreArea",unit="µm²"} 9730
chip_impl_metric{name="first_global_vias",unit=""} 3689
chip_impl_info{name="root_buffer",value="clkbuf_8"} 1
chip_impl_metric{name="die_width",unit="µm"} 102
chip_impl_metric{name="synthesis.yosys.warnings",unit=""} 2
chip_impl_metric{name="clockPowerShare",unit=""} 0.441
chip_impl_metric{name="num_io_pins",unit=""} 3
chip_impl_metric{name="syn_area",unit="µm²"} 4980
==> layout make-up <==
class	count	area, µm²
tap	133	166
clock buffer	9	124
clock inverter	7	78.8
inverter	30	113
multi-input combinational	424	2780
fill	884	4490
timing repair buffer	4	32.5
sequential	74	1950
==> state kept, by name, indices dropped and copies added (netlist names) <==
name and flops:
shis_is_true_music.clk_out 1, shis_is_true_music.tt 16, shis_is_true_music.B 1, shis_is_true_music.t 24, shis_is_true_music.state 5, shis_is_true_music.p 27
==> synth_stat cells, types with 2 or more instances <==
cell / number / area [µm²]
nor2_1: 63 / 236
dfrtp_1: 46 / 1150
xnor2_1: 46 / 403
nand2_1: 44 / 165
inv_1: 27 / 101
xor2_1: 26 / 228
nor3_1: 25 / 125
a21oi_1: 23 / 115
nand3_1: 23 / 115
o21ai_0: 23 / 115
edfxtp_1: 16 / 480
ha_1: 16 / 200
clkbuf_1: 13 / 48.8
nor4_1: 13 / 81.3
dfstp_2: 12 / 315
or3_1: 11 / 68.8
and3_1: 10 / 62.6
nand4_1: 8 / 50.1
a211oi_1: 6 / 45.0
or4_1: 6 / 45.0
buf_2: 5 / 25.0
nand2b_1: 5 / 31.3
nor2b_1: 5 / 31.3
a221oi_1: 4 / 35.0
a31oi_1: 4 / 25.0
buf_4: 4 / 30.0
o22ai_1: 4 / 25.0
a2111oi_0: 3 / 26.3
buf_6: 3 / 33.8
inv_2: 3 / 11.3
mux2i_1: 3 / 30.0
nor2_2: 3 / 18.8
nor3_2: 3 / 30.0
o211a_1: 3 / 30.0
a2111oi_2: 2 / 30.0
a21o_1: 2 / 15.0
a221o_1: 2 / 20.0
and4_1: 2 / 17.5
nor4b_1: 2 / 17.5
o211ai_1: 2 / 15.0
o21a_1: 2 / 15.0
o32ai_1: 2 / 17.5
or2_1: 2 / 12.5
==> kinds of logic (layout without fill, tap and decap cells) <==
group	count (synthesis)	count (layout)	synth area share
and+or+nand+nor	236	236	0.244
xor gates and xnor gates	72	72	0.127
muxes	4	4	0.00879
adders and majority gates	16	16	0.0402
AOI/OAI and AO/OA	96	96	0.139
buffers and inverters	56	50	0.0510
DFF	74	74	0.391
==> power groups by stage <==
stage	registers (W)	logic, W	clock network (W)
after CTS	0.000328	0.0000104	0.000273
final	0.000328	0.00000989	0.000266
after global routing	0.000328	0.0000116	0.000286
==> path summary, 6_finish.rpt <==
check	endpoint	startpoint	cells past startpoint
max in group asynchronous	shis_is_true_music.p[12]$_DFFE_PN0P_	rstn	2
hold reg to reg	shis_is_true_music.t[0]$_DFF_PN0_	shis_is_true_music.t[0]$_DFF_PN0_	1
setup / recovery	pwm	shis_is_true_music.B$_DFFE_PN0P_	1
hold / removal	shis_is_true_music.t[0]$_DFF_PN0_	shis_is_true_music.t[0]$_DFF_PN0_	1
min in group asynchronous	shis_is_true_music.t[22]$_DFF_PN0_	rstn	1
setup reg to reg	shis_is_true_music.p[22]$_DFFE_PN0P_	shis_is_true_music.p[6]$_DFFE_PN0P_	10
==> layer usage <==
metal,wire length (µm),up-vias,share of wire,GRT usage
li1,-,1934,-,-
met5,0,-,0,0
met4,297,0,0.026,0.0549
met1,5410,1908,0.48,0.409
met2,4860,126,0.43,0.353
met3,792,27,0.070,0.0424
==> worst register-to-register path: cells and delay by family, from the launching register on <==
family,cells,cell delay (ns)
AND-OR/OR-AND,1,0.08
flip-flops,1,0.51
multiplexers,1,0.22
AND/OR/NAND/NOR,8,1.93
==> stage by stage <==
step / std cells / hold slack [ns]
2_1_floorplan: 554 / 0.428
3_3_place_gp: 665 / 0.454
6_report: 681 / 0.470
5_1_grt: 681 / 0.493
4_1_cts: 681 / 0.470
3_5_place_dp: 665 / 0.451
Power is estimated from default activity; no workload was simulated.
